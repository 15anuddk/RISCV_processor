### flow/config.mk
export PLATFORM = sky130hd
export DESIGN_NAME = write_back
export DESIGN_NICKNAME = write_back
export VERILOG_FILES = /design/flow/design.v
export SDC_FILE = /design/flow/constraint.sdc
export NUM_CORES = 4
export LEC_CHECK = 1
export CORE_AREA = 10 10 70 70
export DIE_AREA = 0 0 80 80
### flow/constraint.sdc
current_design write_back

set clk_period 1.0
set clk_io_pct 0.2

create_clock -name clk0 -period $clk_period

set non_clock_inputs [all_inputs -no_clocks]
set_input_delay [expr $clk_period * $clk_io_pct] -clock clk0 $non_clock_inputs
set_output_delay [expr $clk_period * $clk_io_pct] -clock clk0 [all_outputs]
### flow/design.v
module write_back(
    input [31:0] alu_result, read_memdata,
    input mem_to_reg,
    output reg [31:0] write_data
);
always @(*) begin
  write_data = (mem_to_reg) ? read_memdata : alu_result;
end
endmodule
### flow/run.sh
#!/bin/bash
# OpenROAD 26Q1-2900-gdf79404cd8, Yosys 0.63+post, stock flow scripts
make -C /OpenROAD-flow-scripts/flow DESIGN_CONFIG=/design/flow/config.mk WORK_HOME=/design/flow/orfs finish
==> GITHUB_STEP_SUMMARY <==
## PnR job results

| Metric | Value |
|---|---|
| Antenna fix cells | `0` |
| Worst hold path startpoint | `alu_result[1]` |
| Yosys stat cell total | `36` |
| Hold Fails Final Rpt | `0` |
| Area growth syn-to-layout | `184%` |
| IO buf count | `~97` |
| Via-to-Cell Ratio | `3.83` |
| Global-route wire length before repair | `~4200 µm` |
| Top cells by area | `mux2_4, buf_12, mux2_2` |
| Switching power | `approximately 130 µW` |
| Core ar. | `0.00342 mm²` |
| Max-cap viol count | `0` |
| Slowest CP cell | `mux2_4` |
| Drt first pass iters | `2` |
| Antenna viol nets, final | `0` |
| Max-slew violation count | `0` |
| Synth top area share | `between 80% and 90%` |
| Crit-path max FO | `6` |
| Chip area line of the yosys report | `about 540 µm²` |
| Total GRT Usage | `about 7.9%` |
| Flop count | `0` |
| CP most frequent cell | `buf_12` |
| Worst-Margin Slew | `between 0.07 and 0.08 ns` |
| CTS Hold Buffers Added | `0` |
| Worst hold path cell count | `3` |
| Tool warnings | `34` |
| P per Cell Area | `388 mW/mm²` |
| Final HPWL DP | `~2400 µm` |
| Via Count | `roughly 690` |
| Setup WS post-layout | `-0.183 ns` |
| Status | `complete, but fails checks` |
| Yosys Warn Count | `1` |
| Sequential Area | `0 µm²` |
| DR iter-0 viols | `3` |
| # clk buffers | `0` |
| RSZ-0062 raised after global routing | `true` |
| Pin count of the biggest net entering global routing | `10` |
| Global route overflow | `0` |
| Total die size | `0.00640 mm²` |
| Worst Setup Path Type | `in -> out` |
| Netlist cell types | `4` |
| Init Core Util | `roughly 16%` |
| DIE HEIGHT | `around 80 µm` |
| Worst setup path start | `mem_to_reg` |
| Worst rel slew slack | `a little over nine tenths` |
| Fmax | `between 800 and 900 MHz` |
| Synth area leader | `mux2_4` |
| Failing checks | `setup timing` |
| Switching Share | `roughly 22%` |
| Part of the power in combinational logic | `100.0%` |
| Min Tclk post-route | `between 1 and 1.5 ns` |
| Critical path's top delay family | `buffers and inverters` |
| Synth Cell Area | `544 µm²` |
| Hold/Removal Path Class | `in -> out` |
| Sequential power share | `0%` |
| Lkg Pwr | `between 0.8 and 0.9 nW` |
| Delay of the slowest cell on the worst path | `around 0.29 ns` |
| Num rows | `21` |
| WL final | `roughly 2700 µm` |
| Final Cycle Share | `118%` |
| CP Capture Type | `primary output` |
| Buf+Inv Stages, Crit Path | `4` |
| Gpl congestion | `between 0.7 and 0.8` |
| Drt wl/cell | `around 15 µm` |
| Clock share of power | `0%` |
| Data arrival time of the worst path | `0.98 ns` |
| Share of layout cells above drive strength 1 | `between 50% and 60%` |
| Cell Chain, Critical Path | `buf_12 -> buf_12 -> buf_12 -> mux2_4 -> buf_6` |
| Critical path depth | `5` |
| Die width | `80 µm` |
| Most frequent cells in the layout | `dlygate4sd2_1, mux2_4, buf_6` |
| Final Util | `between 40 and 50%` |
| Setup Viol. Count Final | `32` |
| Initial antenna violation count | `0` |
| Syn avg cell area | `approximately 15 µm²` |
| Residual DRC count | `0` |
| Post-Syn Instances | `36` |
| Seq/Total Area, Yosys | `0%` |
| CP Launch Type | `input port` |
| Total power | `601 µW` |
| Req. time, crit path | `around 0.80 ns` |
| Total internal power | `approximately 470 µW` |
| Highest-count logic cell in the final layout | `dlygate4sd2_1` |
| VDD IR max | `about 0.17 mV` |
| Vias in the first global route | `735` |
| Ports | `a little under 100` |
==> power groups by stage <==
stage	clock, mW	sequential (mW)	combinational, mW
4_1_cts	0	0	0.597
5_1_grt	0	0	0.646
6_report	0	0	0.601
==> Yosys cell counts <==
| master | instances |
|---|---|
| buf_12 | 3 |
| buf_6 | 1 |
| mux2_2 | 2 |
| mux2_4 | 30 |
==> cell type report <==
cell class	instances	area, µm²
fillers	343	1870
multi-input cells	32	480
well taps	46	57.6
repair buffers	103	1010
==> cells by family (layout without fill, tap and decap cells) <==
| logic type | count (synthesis) | in the layout | synth area share [%] |
|---|---|---|---|
| multiplexers | 32 | 32 | 86.9 |
| buffers and inverters | 4 | 103 | 13.1 |
==> worst paths after layout <==
| check | to | slack, ns |
|---|---|---|
| worst max-delay path | write_data[0] | -0.18 |
| worst min-delay path | write_data[1] | 0.70 |
==> what timing repair did <==
action | 4_1_cts | 5_1_grt
setup buffers | 2 | 0
setup endpoints to repair | 32 | 32
resized | 172 | 9
gates cloned | 2 | 0
==> worst min-delay path: cells and delay by family <==
kind                   cells  cell delay (ns)
multiplexers               1             0.13
buffers and inverters      2             0.17
==> metal layers <==
metal / global-route usage, % / part of all wire (%) / vias up
met4: 0 / 0 / 0
met2: 13.2 / 49 / 51
li1: - / - / 338
met3: 3.64 / 14 / 0
met5: 0 / 0 / -
met1: 9.62 / 37 / 304
==> through the flow <==
step / setup slack [ns] / instance area, µm² / instances / TNS (ns) / hold WS [ns]
CTS: -0.191 / 1510 / 181 / -2.96 / 0.797
detailed placement: -0.495 / 1540 / 177 / -15.39 / 1.34
global placement: -0.493 / 1540 / 177 / -15.28 / 1.34
finish: -0.183 / 1550 / 181 / -2.61 / 0.696
global route: -0.205 / 1550 / 181 / -3.15 / 0.717
floorplan: 0.0669 / 544 / 36 / 0 / 0.498
Power figures rest on the tool's default switching activity, not on a simulated workload.
